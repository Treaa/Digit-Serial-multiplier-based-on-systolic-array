`./constraint.sdc`:
```
current_design udp_parser_new

set clk_period 23.0
set clk_io_pct 0.2

create_clock -name clk0 -period $clk_period [get_ports {clk}]

set non_clock_inputs [all_inputs -no_clocks]
set_input_delay [expr $clk_period * $clk_io_pct] -clock clk0 $non_clock_inputs
set_output_delay [expr $clk_period * $clk_io_pct] -clock clk0 [all_outputs]
```
`./design.v`:
```
module udp_parser_new(
input  wire clk,
input  wire rst,
input  wire [63   : 0]    data_slave,
input  wire [7    : 0]    keep_slave,
input  wire [0    : 0]    valid_slave,
input  wire [0    : 0]    last_slave,
output wire [0    : 0]    ready_slave,
output wire [63   : 0]    data_master,
output wire [7    : 0]    keep_master,
output wire [0    : 0]    valid_master,
output wire [0    : 0]    last_master,
input  wire [0    : 0]    ready_master,
input wire  [15   : 0]    local_udp_port,
input wire  [47   : 0]    mac_src_address_in,
input wire  [47   : 0]    mac_dst_address_in,
input wire  [15   : 0]    mac_type_in,
input wire  [3    : 0]    ip_version_in,
input wire  [3    : 0]    ip_header_length_in,
input wire  [7    : 0]    ip_service_in,
input wire  [15   : 0]    ip_total_length_in,
input wire  [15   : 0]    ip_identification_in,
input wire  [2    : 0]    ip_flag_in,
input wire  [12   : 0]    ip_offset_in,
input wire  [7    : 0]    ip_lifetime_in,
input wire  [7    : 0]    ip_protocol_in,
input wire  [15   : 0]    ip_checksum_in,
input wire  [31   : 0]    ip_src_address_in,
input wire  [31   : 0]    ip_dst_address_in,
output reg  [47   : 0]    mac_src_address,
output reg  [47   : 0]    mac_dst_address,
output reg  [15   : 0]    mac_type,
output reg  [3    : 0]    ip_version,
output reg  [3    : 0]    ip_header_length,
output reg  [7    : 0]    ip_service,
output reg  [15   : 0]    ip_total_length,
output reg  [15   : 0]    ip_identification,
output reg  [2    : 0]    ip_flag,
output reg  [12   : 0]    ip_offset,
output reg  [7    : 0]    ip_lifetime,
output reg  [7    : 0]    ip_protocol,
output reg  [15   : 0]    ip_checksum,
output reg  [31   : 0]    ip_src_address,
output reg  [31   : 0]    ip_dst_address,
output reg  [15   : 0]    udp_src_port,
output reg  [15   : 0]    udp_dst_port,
output reg  [15   : 0]    udp_length,
output reg  [15   : 0]    udp_checksum
);
localparam IDLE = 4'b0001,
           HEAD = 4'b0010,
           DATA = 4'b0100,
           WAIT = 4'b1000;
reg [3:0] ps;
reg [3:0] ns;
wire is_idle;
wire is_head;
wire is_data;
wire is_wait; 
assign is_idle = (ps == IDLE);
assign is_head = (ps == HEAD);
assign is_data = (ps == DATA);
assign is_wait = (ps == WAIT);
wire [63  :0] data_out;
reg  [7   :0] keep_out;
wire [0   :0] valid_out;
wire [0   :0] last_out;
wire [0   :0] ready_out;
reg  [63  :0] data;
reg  [0   :0] valid;
reg  [0   :0] last;
reg  [63  :0] data_r;
reg  [15  :0] length;
reg  [5   :0] header;
wire [63  :0] rdata;
assign data_out = data[63:0];
assign valid_out = (((is_data & valid) | last) & (udp_dst_port == local_udp_port));
assign last_out  = (length <= 'd8  ) & valid_out;
assign ready_slave = ready_out & ~last;
assign data_master  = data_out;
assign valid_master = valid_out;
assign keep_master  = keep_out;
assign last_master  = last_out;
assign ready_out    = ready_master;
always @ (*)
begin 
    keep_out = 0;
    case (length)
        'd7  : keep_out =   8'h7f;
        'd6  : keep_out =   8'h3f;
        'd5  : keep_out =   8'h1f;
        'd4  : keep_out =   8'h0f;
        'd3  : keep_out =   8'h07;
        'd2  : keep_out =   8'h03;
        'd1  : keep_out =   8'h01;
        'd0  : keep_out =   8'h00;
        default: keep_out =   8'hff;
    endcase
end
assign rdata = {
data[7   :   0],
data[15  :   8],
data[23  :  16],
data[31  :  24],
data[39  :  32],
data[47  :  40],
data[55  :  48],
data[63  :  56]
};
wire valid_ready;
assign valid_ready = (valid_slave & ready_slave) | (is_data & ~last_out);
wire true_last;
assign true_last = last_slave & valid_ready;
wire header_last;
assign header_last = (header == 'd0);
always @(posedge clk or posedge rst) 
begin
    if (rst) ps <= IDLE;
    else     ps <= ns;
end
always @ (*)
begin
    case (ps)
        IDLE:   if  (valid_ready)   ns = HEAD;
                else                ns = IDLE;
        HEAD:   if  (valid_ready & header_last)
                                    ns = DATA;
                else                ns = HEAD;
        DATA:   if (last_out & ready_master) 
                begin
                    if (last)       ns = IDLE;
                    else            ns = WAIT;
                end
                else                ns = DATA;
        WAIT:   if (true_last)      ns = IDLE;
                else                ns = WAIT;
        default:                    ns = IDLE;
    endcase
end
always @ (posedge clk)
begin 
    if (rst) begin 
        data <= 'b0;
        data_r <= 'b0;
    end
    else if (valid_ready) begin
        data <= data_slave;
        data_r <= data;
    end
    else begin
        data <= data;
        data_r <= data_r;
    end
end
always @ (posedge clk or posedge rst) 
begin
    if (rst)
        valid <= 'b0;
    else if (ready_master)
        valid <= valid_ready;
    else
        valid <= valid;
end
always @ (posedge clk or posedge rst)
begin
    if (rst)
        last <= 1'b0;
    else if (true_last)
        last <= 1'b1;
    else if (ns == IDLE)
        last <= 1'b0;
    else
        last <= last;
end
reg  [15   : 0]    udp_src_port_out;
reg  [15   : 0]    udp_dst_port_out;
reg  [15   : 0]    udp_length_out;
reg  [15   : 0]    udp_checksum_out;
always @ (posedge clk or posedge rst)
begin
    if (rst)
    begin
        mac_src_address <= 'd0;
        mac_dst_address <= 'd0;
        mac_type <= 'd0;
        ip_version <= 'd0;
        ip_header_length <= 'd0;
        ip_service <= 'd0;
        ip_total_length <= 'd0;
        ip_identification <= 'd0;
        ip_flag <= 'd0;
        ip_offset <= 'd0;
        ip_lifetime <= 'd0;
        ip_protocol <= 'd0;
        ip_checksum <= 'd0;
        ip_src_address <= 'd0;
        ip_dst_address <= 'd0;
        udp_src_port <= 'd0;
        udp_dst_port <= 'd0;
        udp_length <= 'd0;
        udp_checksum <= 'd0;
        udp_src_port_out <= 'd0;
        udp_dst_port_out <= 'd0;
        udp_length_out <= 'd0;
        udp_checksum_out <= 'd0;
    end
    else if (is_head)
        case (header)
            'd0   : 
            begin
                udp_src_port[15:0] <= rdata[63:48];
                udp_dst_port[15:0] <= rdata[47:32];
                udp_length[15:0] <= rdata[31:16] - 16'd8;
                udp_checksum[15:0] <= rdata[15:0];                
            end
        endcase
    else if(ip_protocol_in != 8'd17)
    begin
        mac_src_address <= 'd0;
        mac_dst_address <= 'd0;
        mac_type <= 'd0;
        ip_version <= 'd0;
        ip_header_length <= 'd0;
        ip_service <= 'd0;
        ip_total_length <= 'd0;
        ip_identification <= 'd0;
        ip_flag <= 'd0;
        ip_offset <= 'd0;
        ip_lifetime <= 'd0;
        ip_protocol <= 'd0;
        ip_checksum <= 'd0;
        ip_src_address <= 'd0;
        ip_dst_address <= 'd0;
        udp_src_port <= 'd0;
        udp_dst_port <= 'd0;
        udp_length <= 'd0;
        udp_checksum <= 'd0;
    end
    else
    begin
        mac_src_address <= mac_src_address_in;
        mac_dst_address <= mac_dst_address_in;
        mac_type <= mac_type_in;
        ip_version <= ip_version_in;
        ip_header_length <= ip_header_length_in;
        ip_service <= ip_service_in;
        ip_total_length <= ip_total_length_in;
        ip_identification <= ip_identification_in;
        ip_flag <= ip_flag_in;
        ip_offset <= ip_offset_in;
        ip_lifetime <= ip_lifetime_in;
        ip_protocol <= ip_protocol_in;
        ip_checksum <= ip_checksum_in;
        ip_src_address <= ip_src_address_in;
        ip_dst_address <= ip_dst_address_in;
        udp_src_port <= udp_src_port;
        udp_dst_port <= udp_dst_port;
        udp_length <= udp_length;
        udp_checksum <= udp_checksum;
    end       
end
always @ (posedge clk or posedge rst)
begin
    if (rst) 
        length <= 'd0;
    else if (is_head & (header == 'd0))
        length[15:0] <= rdata[31:16] - 16'd8;
    else if (valid_out & ready_master)
        length <= length - 'd8;
    else if (ns == IDLE) 
        length <= 'd0;
    else 
        length <= length;
end
always @(posedge clk or posedge rst) begin
    if (rst) 
        header <= 'd0;
    else if (~is_head)
        header <= 'd0;
    else if (valid_ready)
        header <= header + 'd1;
    else
        header <= header;
end
endmodule
```
`./run.sh`:
```
#!/bin/bash
# OpenROAD 26Q1-2900-gdf79404cd8, Yosys 0.63+post, stock flow scripts
make -C /OpenROAD-flow-scripts/flow DESIGN_CONFIG=/design/flow/config.mk WORK_HOME=/design/flow/orfs finish
```
`./config.mk`:
```
export PLATFORM = sky130hd
export DESIGN_NAME = udp_parser_new
export DESIGN_NICKNAME = udp_parser_new
export VERILOG_FILES = /design/flow/design.v
export SDC_FILE = /design/flow/constraint.sdc
export NUM_CORES = 4
export LEC_CHECK = 1
export CORE_AREA = 10 10 419 419
export DIE_AREA = 0 0 429 429
```
==> results.toml <==
# generated from flow reports
[run_status]
status = "complete, no violations"

[clock_network]
cts.sinks = 428
cts_tree = "done"
path_clk_slew_ns = 0.06
cts-buffers-inserted = 52
cts_resized = 0
clock_latency_ns = 0.65
cts_hold_buf = 0
clk_path_buf_depth = 3
postCtsSetupRepairBufs = 0
cts-root-buf = "clkbuf_16"
htree_levels = 2

[synth]
yosys_cells = 1277
async_flop_share = 0.850
syn_area_per_cell_sq_um = 12.4
ys.flops = 428
postSynthSeqShare = 0.655
yosys-top-cells-area = "dfrtp_1 (57%), a22o_1 (18%), dfxtp_1 (8.1%)"
top_cell_area_share = 0.573
largest_area_cell = "dfrtp_1"
yosysWarnings = 1
syn-cell-area_sq_mm = 0.0159
enable_flop_cells = 0
syn_inst = 1277
synth_cell_types = 48
ys.flop_type = "dfrtp_1"
ys_chip_area_sq_mm = 0.0159

[floorplanning]
die_x_um = 429
ios = 776
core_area_sq_mm = 0.167
fp_util = 0.0952
die_y_um = 429
die_area_sq_mm = 0.184
num_rows = 150

[run]
tool_warnings = 36
drv_cap = 0

[cells_and_area]
finish.utilization = 0.168
comb_area_sq_mm = 0.00507
area_growth_pct = 76.4
ff_latch_area_sq_mm = 0.0104
lay_top_count = "clkdlybuf4s50_1"
n_fill_cell = 18300
layout.cells.most_common_list = "clkdlybuf4s50_1 (766), dfrtp_1 (362), a22o_1 (319)"
final_cell_count_no_fill = 4272
drive_above_1_share = 0.0639

[final_timing]
period_needed_ns = 11.56
slew_violations = 0
skew_ns = 0.0534
hold_viol_final = 0
holdWs_ns = 0.469
tns_ns = 0
setup_viol = 0
finalClockPeriodUsage = 0.503
grt_setup_unrepaired = "no"
worst_pin_slew_ns = 0.803
fmax_mhz = 86.5
max-slew-margin-rel = 0.465

[worst_setup_path]
crit_arrival_ns = 6.96
cp-start-kind = "primary input"
cp_cell_sequence = "clkdlybuf4s50_1 -> xor2_1 -> nor4_1 -> buf_4 -> nand3_1 -> nor4_1 -> clkdlybuf4s50_1"
crit_slowest_cell = "clkdlybuf4s50_1"
rrSetupSlack_ns = 19.44
worst_path_largest_cell_delay_ns = 0.54
end_kind = "output pin"
crit_required_ns = 18.40
crit_type = "in2out"
critPathTopFamily = "buffers and inverters"
crit_fanout = 7
path_buffers = 3

[placement]
gp_congestion = 0.886
port_buffers = 767
dpl.cell_count = 4173
hpwlAfterDp_um = 70400

[global_routing]
grt.overflow.total = 0
grt_first_pass_wirelength_um = 121000
grt_max_degree = 117
grt_use_total = 0.0936
antenna_found_initial = 26
grt_pass1_vias = 14000

[pwr]
intPower_mw = 1.39
p_leak_nw = 11.4
max-vdd-ir-drop_mv = 0.0531
p_comb_frac = 0.075
power.density_mw_per_mm2 = 65.2
clockPowerShare = 0.488
sequentialPowerShare = 0.437
switching_share = 0.239
switching_power_uw = 437

[route]
drcViolationCount = 0
drt_first_iter_violations = 800
vias = 13700
viasPerCell = 3.21
first_pass_iters = 5
wl_per_cell_um = 20.8
route.antenna.remaining_nets = 0
drt_wl_total_um = 89000

[hold_path]
hp-class = "reg2reg"
per-layer routing:
layer | up-vias | wire (um) | track usage
met3 | 131 | 6840 | 0.0323
met4 | 26 | 2380 | 0.0194
met2 | 420 | 45100 | 0.160
met5 | - | 157 | 0
met1 | 6949 | 34500 | 0.114
li1 | 6201 | - | -
worst reg2reg max path, stage by stage, from the launching register on:
cell and delay, ns:
dfrtp_1 0.43, a21oi_1 0.51, nor4_1 0.15, buf_4 0.19, nand3_1 0.36, o41a_2 0.24
buf_4 0.45, a21o_1 0.24, nand4_4 0.18, and3_4 0.29, a221o_1 0.35
power by group through the flow:
| stage | sequential [mW] | clock (mW) | combinational [mW] |
|---|---|---|---|
| finish | 0.797 | 0.891 | 0.138 |
| CTS | 0.797 | 0.923 | 0.141 |
| global route | 0.801 | 0.948 | 0.150 |
path summary, 6_finish.rpt:
check,startpoint,end,cells after the start
worst max-delay path,local_udp_port[10],last_master[0],7
max in group asynchronous,rst,mac_src_address[5]$_DFFE_PP0N_,5
worst max register to register,ps[2]$_DFF_PP0_,length[12]$_DFFE_PP0P_,10
min in group asynchronous,rst,udp_src_port[0]$_DFFE_PP0P_,2
worst min-delay path,data[31]$_SDFFE_PP0N_,data[31]$_SDFFE_PP0N_,2
worst min register to register,data[31]$_SDFFE_PP0N_,data[31]$_SDFFE_PP0N_,2
per-stage QoR:
stage               total power, mW  setup slack [ns]  instance area (sq um)
floorplan                     0.845              7.93                  15900
global placement              0.949             11.32                  26200
detailed placement            0.951             11.37                  26200
CTS                            1.86             11.35                  28000
global route                   1.90             11.30                  28000
finish                         1.83             11.44                  28000
kinds of logic (layout without fill, tap and decap cells):
family | after synthesis | after routing | share of synthesized area
AOI/OAI and AO/OA | 448 | 448 | 0.225
and+or+nand+nor | 253 | 253 | 0.0721
other | 0 | 3 | 0
buffers and inverters | 112 | 900 | 0.0270
DFF | 428 | 428 | 0.655
adders and majority gates | 4 | 4 | 0.00316
muxes | 1 | 1 | 0.000710
xor gates and xnor gates | 31 | 31 | 0.0171
state kept, by name, indices dropped and copies added (netlist names), 4 cells and up:
| register | cells |
|---|---|
| data | 64 |
| mac_dst_address | 48 |
| mac_src_address | 48 |
| ip_dst_address | 32 |
| ip_src_address | 32 |
| ip_checksum | 16 |
| ip_identification | 16 |
| ip_total_length | 16 |
| length | 16 |
| mac_type | 16 |
| udp_checksum | 16 |
| udp_dst_port | 16 |
| udp_length | 16 |
| udp_src_port | 16 |
| ip_offset | 13 |
| ip_lifetime | 8 |
| ip_protocol | 8 |
| ip_service | 8 |
| header | 6 |
| ip_header_length | 4 |
| ip_version | 4 |
| ps | 4 |
cells in the mapped netlist, drive strengths merged, types with 3 or more instances:
library cell,number
buf,6
or3,10
a22o,319
ha,4
nor2,21
xnor2,12
nand2,160
nand3,10
o21ai,13
nand2b,5
dfrtp,363
xor2,19
inv,13
or2,4
a21oi,83
a22oi,4
or4,3
nor4,9
a21o,11
a211o,4
dfxtp,64
and2,9
nor3,13
clkbuf,93
cell type report:
class / instances / area share
sequential: 428 / 0.371
clock buffer: 68 / 0.0515
inverter: 13 / 0.00201
timing repair buffer: 791 / 0.281
tap: 2204 / 0.0985
multi-input combinational: 737 / 0.181
clock inverter: 28 / 0.0137
antenna: 3 / 0.000268
No activity file was given, so power comes from the tool's default toggle rates.
